**flow/run.sh**
```bash
#!/bin/bash
# OpenROAD 26Q1-2900-gdf79404cd8, Yosys 0.63+post, stock flow scripts
make -C /OpenROAD-flow-scripts/flow DESIGN_CONFIG=/design/flow/config.mk WORK_HOME=/design/flow/orfs finish
```
**flow/constraint.sdc**
```tcl
current_design full_adder

set clk_period 3.0
set clk_io_pct 0.2

create_clock -name clk0 -period $clk_period

set non_clock_inputs [all_inputs -no_clocks]
set_input_delay [expr $clk_period * $clk_io_pct] -clock clk0 $non_clock_inputs
set_output_delay [expr $clk_period * $clk_io_pct] -clock clk0 [all_outputs]
```
**flow/design.v**
```verilog
module full_adder(A,B,cin,sum,cout);
  input [3:0] A,B;
  input cin;
  output reg [3:0] sum;
  output reg cout;
  always @(A or B or cin) begin
    {cout,sum} = A + B + cin;
  end
endmodule
```
**flow/config.mk**
```make
export PLATFORM = sky130hd
export DESIGN_NAME = full_adder
export DESIGN_NICKNAME = full_adder
export VERILOG_FILES = /design/flow/design.v
export SDC_FILE = /design/flow/constraint.sdc
export NUM_CORES = 4
export LEC_CHECK = 1
export CORE_AREA = 10 10 70 70
export DIE_AREA = 0 0 80 80
```
==> impl_metrics.py <==
# Generated from Yosys and OpenROAD reports
metrics = {
    "yosys": {
        "ys_warn_count": 1,
        "netlist_cell_types": 9,
        "synth_area_um2": 144,
        "top_area_cell": "sky130_fd_sc_hd__fa_1",
        "synthDominantCellAreaShare_pct": 27.8,
        "most_common_cell": "sky130_fd_sc_hd__inv_1",
        "ys_chip_area_um2": 144,
        "top_cells_by_count": "4 x sky130_fd_sc_hd__inv_1, 3 x sky130_fd_sc_hd__ha_1, 2 x sky130_fd_sc_hd__fa_1, 2 x sky130_fd_sc_hd__xnor2_1",
        "seq_area_frac_synth_pct": 0,
        "synthesis.area_per_instance_um2": 8.99,
        "synth.area.top_cells": "sky130_fd_sc_hd__fa_1 28%, sky130_fd_sc_hd__ha_1 26%, sky130_fd_sc_hd__xnor2_1 12%",
        "synthesis.instances": 16,
        "synth-cells-yosys": 16,
    },
    "sta": {
        "timing.hold.ws_ns": 1.97,
        "setup_violations": 0,
        "final_period_minus_worst_setup_slack_ns": 2.86,
        "timing.final.max_slew_violations": 0,
        "slew-limit-headroom_pct": 90.9,
        "max_slew.worst_pin.slew_ns": 0.136,
        "finalCritPeriodShare_pct": 95.4,
        "rsz0062_at_grt": "false",
        "finalHoldViolCount": 0,
        "achievable-frequency_mhz": 350,
        "fin_tns_setup_ns": 0,
    },
    "grt": {
        "grt_busiest_layer": "met2",
        "met3_routing_resource_usage_after_global_routing_pct": 1.59,
        "grt.total_usage_pct": 1.41,
        "grt_pass1_vias": 152,
        "grt_first_pass_wirelength_um": 710,
        "global_route.usage.met2_pct": 1.77,
        "initial_antenna_violation_count": 0,
        "overflow": 0,
        "grt_util_met1_pct": 1.66,
        "grt_start_max_net_pins": 4,
    },
    "power": {
        "power_density_nw_per_um2": 165,
        "power.static_leakage_nw": 0.144,
        "peakVddDrop_v": 0.0000191,
    },
    "die": {
        "core-area_um2": 3420,
        "initCoreUtil_pct": 4.21,
        "die_w_um": 80,
        "dieArea_um2": 6400,
        "die_boundary_height_um": 80,
        "pin_count": 14,
        "site_rows": 21,
    },
    "final_layout": {
        "fin_cells": 76,
        "area.growth.synth_to_final_pct": 141,
        "final_layout_size_suffix_gt1_share_pct": 13.3,
        "sequential_standard_cell_area_um2": 0,
        "multiInputGateArea_um2": 134,
        "flops": 0,
        "nClkBuffers": 0,
        "final_cell_area_um2": 347,
        "fill_cells": 405,
    },
    "run_status": {
        "status": "completed",
    },
    "route": {
        "antenna_cells_inserted": 0,
        "drt_first_iter_violations": 1,
        "route.detailed.wl_per_inst_um": 6.71,
        "vias": 154,
        "postRouteAntennaNets": 0,
        "total_wire_length_after_detailed_routing_um": 510,
        "drt-vias-per-instance": 2.03,
        "post-route-drc-count": 0,
        "detail_route.first_pass.iterations": 2,
    },
    "worst_setup_path": {
        "cp_data_arrival_time_ns": 2.26,
        "critPathRequiredTime_ns": 2.40,
        "timing_worst_setup_path_type": "primary input to output port",
        "critPathCaptureType": "output port",
        "cp-start-kind": "primary input",
        "crit_path_max_fanout": 2,
    },
    "hold_path": {
        "timing.hold.worst_path_depth": 3,
        "hp-class": "primary input to output port",
    },
    "clocking": {
        "cts_post_setup_buffers_inserted": 0,
    },
    "job": {
        "max-cap-violations": 0,
        "stage_log_warnings": 35,
    },
    "place": {
        "placement.cell_area_um2": 342,
        "numPlacedInstances": 76,
        "gp_congestion": 0.738,
        "buffer_ports.inserted": 14,
    },
}
cell type report:
type,instances,share of cell area (%)
Timing Repair Buffer,14,40.4
Multi-Input combinational cell,12,38.6
Tap cell,46,16.6
Inverter,4,4.33
where the power goes:
part           internal (W)  switching (W)  total [W]  leakage, nW
Clock                     0              0          0            0
Combinational     0.0000403      0.0000171  0.0000573        0.144
Sequential                0              0          0            0
through the flow:
step | power (W) | setup WS (ns) | utilization (%)
floorplan | 0.0000178 | 0.880 | -
global placement | 0.0000579 | -0.0777 | 10.0
detailed placement | 0.0000583 | -0.0945 | 10.0
CTS | 0.0000584 | 0.000389 | 10.1
global route | 0.0000646 | 0.0600 | 10.1
finish | 0.0000573 | 0.139 | 10.1
worst max-delay path, cell delays in order:
cell and delay [ns]:
sky130_fd_sc_hd__dlygate4sd2_1 0.25, sky130_fd_sc_hd__fa_2 0.40, sky130_fd_sc_hd__inv_2 0.07, sky130_fd_sc_hd__fa_2 0.42, sky130_fd_sc_hd__inv_1 0.06, sky130_fd_sc_hd__clkdlybuf4s50_1 0.46
cell usage in the layout (no fill, tap or decap):
| cell type | netlist | layout |
|---|---|---|
| sky130_fd_sc_hd__dlymetal6s2s_1 | 0 | 1 |
| sky130_fd_sc_hd__a21o_1 | 1 | 1 |
| sky130_fd_sc_hd__ha_1 | 3 | 3 |
| sky130_fd_sc_hd__clkdlybuf4s50_1 | 0 | 11 |
| sky130_fd_sc_hd__nor2b_1 | 1 | 1 |
| sky130_fd_sc_hd__xnor2_1 | 2 | 2 |
| sky130_fd_sc_hd__dlygate4sd2_1 | 0 | 2 |
| sky130_fd_sc_hd__inv_1 | 4 | 3 |
| sky130_fd_sc_hd__inv_2 | 0 | 1 |
| sky130_fd_sc_hd__o21ai_1 | 0 | 1 |
| sky130_fd_sc_hd__a21oi_2 | 1 | 1 |
| sky130_fd_sc_hd__fa_2 | 0 | 2 |
| sky130_fd_sc_hd__nand2b_1 | 1 | 1 |
layer usage:
metal	wire length, um	vias up
met1	207	64
met5	0	-
met3	157	0
li1	-	78
met2	145	12
met4	0	0
logic make-up (layout without fill, tap and decap cells):
logic type,Yosys count,after routing,share of synthesized area [%]
AND-OR/OR-AND,3,3,14.8
buffers and inverters,4,18,10.4
adder cells (fa/ha/maj),5,5,53.9
AND/OR/NAND/NOR,2,2,8.70
XOR/XNOR,2,2,12.2
path summary, 6_finish.rpt:
path	from	endpoint
worst max-delay path	cin	sum[1]
worst min-delay path	A[0]	sum[0]
timing repair:
action | in CTS | in global routing
cloned | 0 | 0
resized | 4 | 3
hold buffers | 0 | 0
pin swaps | 1 | 2
endpoints found under the setup margin | 4 | 4
Power and IR drop assume default switching activity.
