$ cat config.mk
export PLATFORM = sky130hd
export DESIGN_NAME = rotator
export DESIGN_NICKNAME = rotator
export VERILOG_FILES = /design/flow/design.v
export SDC_FILE = /design/flow/constraint.sdc
export NUM_CORES = 4
export LEC_CHECK = 1
export CORE_UTILIZATION = 40
$ cat design.v
module rotator(clk, load, enable, data, q);
  input clk, load;
  input [1:0] enable;
  input [99:0] data;
  output reg [99:0] q;
  reg temp;
  integer i;
  always @(posedge clk) 
    begin
      if(load)
        q <= data;
      else
        begin
          case(enable)
            2'b00 : q = q;
            2'b11 : q = q;
            2'b01 : begin
              temp = q[99];
              for(i=99; i>0; i=i-1) begin
                q[i] <= q[i-1];
              end
              q[0] = temp;
            end
            2'b10 : begin
              temp = q[0];
              for(i=0; i<99; i=i+1) begin
                q[i] <= q[i+1];
              end
              q[99] = temp;
            end
          endcase  
        end
    end
endmodule
$ cat run.sh
#!/bin/bash
# OpenROAD 26Q1-2900-gdf79404cd8, Yosys 0.63+post, stock flow scripts
make -C /OpenROAD-flow-scripts/flow DESIGN_CONFIG=/design/flow/config.mk WORK_HOME=/design/flow/orfs finish
$ cat constraint.sdc
current_design rotator

set clk_period 12.2
set clk_io_pct 0.2

create_clock -name clk0 -period $clk_period [get_ports {clk}]

set non_clock_inputs [all_inputs -no_clocks]
set_input_delay [expr $clk_period * $clk_io_pct] -clock clk0 $non_clock_inputs
set_output_delay [expr $clk_period * $clk_io_pct] -clock clk0 [all_outputs]
==> flow_metrics.py <==
# Physical implementation metrics
metrics = {
    "placement": {
        "hpwl_mm": 8.62,
        "portBuffers": 203,
        "place.gp.congestion": 0.848,
    },
    "min_path": {
        "hp-class": "flop to flop",
        "min_to": "q[80]$_DFFE_PP_",
        "hold_path_startpoint": "q[79]$_DFFE_PP_",
        "hold_path_depth": 2,
    },
    "clocking": {
        "clkSlewWorstSetupHoldPaths_ns": 0.06,
        "post_cts_buffers": 0,
        "worstSkewPairLatency_ns": 0.34,
        "numClockSinks": 100,
        "hold_buffers": 0,
        "clockBufferDepth": 2,
        "cts_buffers": 9,
        "cts_tree": "yes",
        "cts_root_buffer": "clkbuf_16",
        "h-tree-depth": 3,
        "ctsResizeCount": 0,
    },
    "sta": {
        "setup_violations": 0,
        "slew_violations": 0,
        "worstMarginPinSlew_ns": 0.882,
        "skew_ns": 0.00414,
        "hold_ws_ns": 0.661,
        "hold_viol": 0,
        "period_minus_slack_ns": 4.83,
        "max_freq_mhz": 207,
        "tns_ns": 0,
        "slew-limit-headroom_pct": 41.2,
        "rsz0062_at_grt": "no",
        "fin_crit_sh_pct": 39.6,
    },
    "grt": {
        "antenna_found_initial": 0,
        "use_met1_pct": 32.9,
        "grt_use_met2_pct": 27.1,
        "top_usage_layer": "met1",
        "use_met3_pct": 6.87,
        "grt_pass1_vias": 3849,
        "grt_pass1_wl_mm": 19.4,
        "track_usage_pct": 19.6,
        "grt_overflow": 0,
        "grt_max_degree": 81,
    },
    "setup_path": {
        "arrival_ns": 4.90,
        "critPathMaxFanout": 51,
        "cp-end-kind": "flop",
        "r2r-end": "q[6]$_DFFE_PP_",
        "rrSetupSlack_ns": 11.23,
        "critical_path_class": "primary input to flop",
        "crit_path_start_kind": "primary input",
        "cp-startpoint": "enable[1]",
        "rr_startpoint": "q[7]$_DFFE_PP_",
        "required_ns": 12.27,
        "r2r_cells": 2,
    },
    "final_layout": {
        "max_flop_register": "q",
        "largestRegisters": "q x100",
        "layout-drive-gt1-share_pct": 3.50,
        "n_fill_cell": 1033,
        "largest_register_ffs": 100,
        "areaGrowthSynthToFinish_pct": 45.8,
    },
    "synthesis": {
        "async_flop_share_pct": 0,
        "synthTopCellsByArea": "edfxtp_1 (58%), mux2i_1 (19%), nand2_1 (7.3%)",
        "synth-edff-count": 100,
        "ys_top_cells_by_count": "edfxtp_1 (100), mux2i_1 (100), nand2_1 (100)",
        "synth_top_area_share_pct": 58.4,
        "synthCells": 438,
        "synth_seq_share_pct": 58.4,
        "syn_area_sq_um": 5140,
        "yosys_area_sq_um": 5140,
        "synth.distinct_cells": 13,
        "yosysCellCount": 438,
        "yosys_warnings": 1,
        "avgSynthCellArea_sq_um": 11.7,
        "synth-main-ff-cell": "edfxtp_1",
        "ys_seq_elements": 100,
        "largest_area_cell": "edfxtp_1",
    },
    "power": {
        "p_int_w": 0.000729,
        "power_leakage_nw": 2.75,
        "switching_share_pct": 23.4,
        "seq_power_share_pct": 50.2,
        "max-vdd-ir-drop_v": 0.0000858,
        "combPwrFrac_pct": 20.7,
        "powerDensity_nw_per_um2": 127,
        "clockPowerShare_pct": 29.1,
        "power_switching_w": 0.000223,
    },
    "routing": {
        "antenna_cells": 0,
        "ant_nets": 0,
        "routedWlPerCell_um": 15.6,
        "vias": 3984,
        "firstDrtPassIters": 6,
        "avgViaCountPerCell": 4.98,
        "wirelength_mm": 12.5,
        "drt_iter0_markers": 268,
        "drc_errors": 0,
    },
    "floorplanning": {
        "die_y_um": 115,
        "rows": 41,
        "die_x_um": 115,
        "core_sq_um": 12600,
        "io_pins": 204,
        "die_area_sq_um": 13300,
        "fp_util_pct": 40.9,
    },
    "status": {
        "status": "complete, no violations",
    },
    "job": {
        "maxCapViolCount": 0,
        "warnings": 27,
    },
}
[worst max-delay path by stage]
stage / endpoint / slack, ns / cells after the start
global route: q[6]$_DFFE_PP_ / 7.19 / 7
finish: q[70]$_DFFE_PP_ / 7.37 / 6
CTS: q[94]$_DFFE_PP_ / 7.39 / 6
[metal layers]
metal | wire length (um) | part of all wire (%)
met1 | 5810 | 47
met2 | 5230 | 42
met3 | 1240 | 9.9
met4 | 216 | 1.7
met5 | 0 | 0
[stage by stage]
stage	cell area, sq um	total power, W	setup WS (ns)	instances	utilization, %
floorplan	5140	0.000541	6.65	438	-
global placement	7220	0.000683	7.03	784	57.4
detailed placement	7220	0.000683	7.02	784	57.4
CTS	7500	0.000962	7.39	800	59.7
global route	7500	0.00100	7.19	800	59.7
finish	7500	0.000952	7.37	800	59.7
[worst max-delay path: stages]
cell and delay (ns):
clkdlybuf4s50_1 0.52, ha_4 0.13, buf_4 0.65, buf_4 0.73, mux2i_1 0.27, o21ai_1 0.09
[power groups by stage]
stage	logic, W	clock network [W]	registers, W
after CTS	0.000199	0.000284	0.000479
after global routing	0.000217	0.000298	0.000485
final	0.000197	0.000277	0.000478
[cells in the final DEF (no fill, tap or decap)]
master           count
clkbuf_16            9
mux2i_1            100
nand2_1            100
buf_4                6
o21ai_1             40
edfxtp_1           100
clkdlybuf4s50_1    202
clkinv_1             2
clkinv_2             4
o21ai_0             60
ha_4                 1
bufinv_16            1
inv_1                1
nand2b_4             1
ha_1                 1
[kinds of logic after synthesis]
family | after synthesis | synth area share (%)
buf+inv | 35 | 4.55
compound gates | 100 | 9.73
simple gates | 101 | 7.42
flops | 100 | 58.4
fa+ha+maj | 2 | 0.486
mux | 100 | 19.5
[layout make-up]
class                      count  area (sq um)  share of cell area [%]
multi-input combinational    303          1930                    25.7
inverter                       1          3.75                  0.0501
tap                          172           215                    2.87
timing repair buffer         208          2070                    27.6
clock inverter                 7          57.6                   0.767
clock buffer                   9           225                    3.00
sequential                   100          3000                    40.0
Power figures rest on the tool's default switching activity, not on a simulated workload.
