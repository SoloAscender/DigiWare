[/design/flow/config.mk]
export PLATFORM = sky130hd
export DESIGN_NAME = date_converter
export DESIGN_NICKNAME = date_converter
export VERILOG_FILES = /design/flow/design.v
export SDC_FILE = /design/flow/constraint.sdc
export NUM_CORES = 4
export LEC_CHECK = 1
export CORE_AREA = 10 10 110 110
export DIE_AREA = 0 0 120 120
[/design/flow/constraint.sdc]
current_design date_converter

set clk_period 34.7
set clk_io_pct 0.2

create_clock -name clk0 -period $clk_period

set non_clock_inputs [all_inputs -no_clocks]
set_input_delay [expr $clk_period * $clk_io_pct] -clock clk0 $non_clock_inputs
set_output_delay [expr $clk_period * $clk_io_pct] -clock clk0 [all_outputs]
[/design/flow/design.v]
module date_converter(
input [4:0] date,
input [3:0] month,
input [11:0] year,
output reg [2:0] day
);
wire [2:0] year_code;
wire [2:0] month_code;
wire [2:0] century_code;
wire leapyear_code;
yearCode u0 (.year(year), .year_code(year_code));
monthCode u1 (.month(month), .month_code(month_code));
centuryCode u2 (.year(year), .century_code(century_code));
leapyearCode u3 (.year(year), .month(month), .leapyear_code(leapyear_code));
always @* begin
day = (year_code + month_code + century_code + date - leapyear_code) % 7;
end
endmodule
module yearCode(
input [11:0] year,
output reg [2:0] year_code);
reg [6:0] YY;
always @(*) begin
YY = year % 100;
year_code = (YY + (YY/4)) % 7;
end
endmodule
module monthCode(
input [3:0] month,
output wire [2:0] month_code
);
assign month_code = (month == 4'd1) ? 3'b000 :
(month == 4'd2) ? 3'b011 :
(month == 4'd3) ? 3'b011 :
(month == 4'd4) ? 3'b110 :
(month == 4'd5) ? 3'b001 :
(month == 4'd6) ? 3'b100 :
(month == 4'd7) ? 3'b110 :
(month == 4'd8) ? 3'b010 :
(month == 4'd9) ? 3'b101 :
(month == 4'd10) ? 3'b000 :
(month == 4'd11) ? 3'b011 :
(month == 4'd12) ? 3'b101 : 3'b000;
endmodule
module centuryCode(
input [11:0] year,
output reg [2:0] century_code);
wire [6:0] century;
assign century = year / 100;
always @(*) begin
case(century)
7'd17:century_code = 4;
7'd18:century_code = 2;
7'd19:century_code = 0;
7'd20:century_code = 6;
7'd21:century_code = 4;
7'd22:century_code = 2;
7'd23:century_code = 0;
endcase
end
endmodule
module leapyearCode(
input [11:0] year,
input [3:0] month,
output reg leapyear_code
);
reg leap_year_check;
always@(*) begin
if(year%4 == 0) begin
if(year % 100 == 0 && year % 400 != 0)
leap_year_check = 0;
else leap_year_check = 1;
end else begin
leap_year_check = 0;
end
end
always @(*) begin
leapyear_code = leap_year_check?((month == 4'd1 || month == 4'd2)?1:0):0;
end
endmodule
[/design/flow/run.sh]
#!/bin/bash
# OpenROAD 26Q1-2900-gdf79404cd8, Yosys 0.63+post, stock flow scripts
make -C /OpenROAD-flow-scripts/flow DESIGN_CONFIG=/design/flow/config.mk WORK_HOME=/design/flow/orfs finish
==> metrics.cfg <==
[outcome]
status = complete, no violations

[placement]
place_inst = 748
dp_hpwl_um = 9090
place_ws_ns = 5.31
io_buffers = 24
finalWeightedCongestion = 0.921

[critical_path]
critPathKind = primary input to output pin
cpPeakStageDelay_ns = 0.68
cp_max_fo = 19
cp.depth = 64
end_kind = output pin
crit_path_top_delay_cell = a21boi_1
crit_path_start_kind = primary input
critPathMostFrequentCell = ha_1
cp-startpoint = year[8]
cp.buffers_inverters = 5
cp_top_family = AND-OR/OR-AND gates
cp.arrival_ns = 22.60
critPathRequiredTime_ns = 27.76

[floorplanning]
dieArea_um2 = 14400
die_h_um = 120
dieWidth_um = 120
core_area_um2 = 9770
fp_util_pct = 43.8
fp-row-count = 36
ioPinCount = 24

[min_path]
min_from = date[0]
hold_depth = 5
hp-class = primary input to output pin

[logic_synthesis]
edf_count = 0
syn_area_per_cell_um2 = 6.94
synthDistinctLibCells = 107
yosys_warnings = 4
netlist_area_um2 = 4280
ys.flop_type = dlxtn_1
synthArstFlopShare_pct = 0
yosysChipArea_um2 = 4280
synth_flops = 2
synthCells = 617
ys_cells = 617

[routing]
wl_met3_um = 612
drc = 0
antenna_left = 0
vias = 4684
top_layer = met4
drt_first_pass_iters = 5
m1WireLength_um = 5780
drt_wl_total_um = 11700
drt-initial-drc-count = 521
routedWlPerCell_um = 15.6
wl_met2_um = 5080
n_antenna_cell = 0
routed_via_density = 6.26

[job]
warnings = 36
drv_cap = 0

[sta]
tightest_slew_ns = 0.869
untimed_endpoints = 2
fmax_mhz = 33.9
setup_viol = 0
finalHoldViolCount = 0
post-route-period-util_pct = 85.1
setup_ws_ns = 5.16
rsz0062_at_grt = false
fin_hold_ws_ns = 15.22
unclocked_pins = 2
fin_tns_setup_ns = 0
slew_headroom_pct = 41.6
slew_viol_final = 0
layout_min_cycle_time_ns = 29.54

[finish]
drive_above_1_share_pct = 10.4
area_growth_pct = 7.13
nFillCells = 980
largest_register_ffs = 2
final_cells = 748

[global_route]
grt_overflow = 0
antenna_found_initial = 0
grt_pass1_vias = 4232
grt.total_usage_pct = 16.0
grt_pass1_wl_um = 20300
grt_start_max_net_pins = 24

[cts]
post_cts_resized = 0
cts_setup_buffers = 0
holdBufCountCts = 0

[worst min-delay path: cells and delay by family]
family,cells,cell delay (ns)
adder cells (fa/ha/maj),2,0.35
XOR/XNOR,1,0.08
buffers and inverters,2,0.90
[area by class of cell]
cell class	count	area, um^2	share of cell area [%]
multi-input combinational	554	3990	87.0
timing repair buffer	31	293	6.38
tap	133	166	3.63
inverter	28	105	2.29
sequential	2	30.0	0.655
[logic make-up (layout without fill, tap and decap cells)]
family | Yosys count | after routing | synth area share (%)
latches | 2 | 2 | 0.701
adders and majority gates | 34 | 34 | 10.6
AOI/OAI and AO/OA | 251 | 251 | 46.0
buffers and inverters | 63 | 59 | 6.22
and+or+nand+nor | 224 | 224 | 26.5
xor gates and xnor gates | 30 | 30 | 6.84
other | 1 | 3 | 0.0876
muxes | 12 | 12 | 3.04
[synthesized netlist by cell type, types with 4 or more instances]
| cell | count | area (um^2) |
|---|---|---|
| o21ai_1 | 13 | 65.1 |
| a21o_1 | 13 | 97.6 |
| nand2_1 | 58 | 218 |
| a211o_1 | 6 | 52.6 |
| nor4_1 | 5 | 31.3 |
| o211ai_1 | 15 | 113 |
| o22ai_1 | 7 | 43.8 |
| nor3b_1 | 4 | 30.0 |
| xor2_1 | 9 | 78.8 |
| inv_1 | 26 | 97.6 |
| buf_2 | 12 | 60.1 |
| o21ai_0 | 31 | 155 |
| fa_1 | 5 | 100 |
| mux2_2 | 5 | 56.3 |
| nand3_1 | 19 | 95.1 |
| nor2_1 | 58 | 218 |
| a311oi_1 | 7 | 61.3 |
| nand2b_1 | 7 | 43.8 |
| clkbuf_1 | 20 | 75.1 |
| xnor2_1 | 17 | 149 |
| a31oi_1 | 10 | 62.6 |
| nor3_1 | 18 | 90.1 |
| o31ai_1 | 6 | 45.0 |
| mux2i_1 | 6 | 60.1 |
| a211oi_1 | 11 | 82.6 |
| or3_1 | 7 | 43.8 |
| a21oi_1 | 48 | 240 |
| a22oi_1 | 5 | 37.5 |
| o21bai_1 | 5 | 37.5 |
| ha_1 | 25 | 313 |
| nor2b_1 | 9 | 56.3 |
| nand4_1 | 11 | 68.8 |
[placed cells by master (no fill, tap or decap), drive strengths merged, types with 4 or more instances in the layout]
cell type,instances
a211o,6
nor2b,9
a22oi,6
a2111oi,7
xor2,11
inv,26
o31ai,8
nand3,19
o21bai,5
nor4,5
a21oi,50
nor2,61
or3,8
a31o,4
nor3,19
o22ai,9
o311ai,4
buf,7
a311oi,9
o211ai,16
nor3b,4
nand2,60
a211oi,14
a21o,14
a221oi,4
nand2b,7
maj3,4
a31oi,13
nand4,12
o21ai,44
mux2i,7
fa,5
clkdlybuf4s50,24
xnor2,19
ha,25
mux2,5
[stage by stage]
step           util (%)  cell area [um^2]
5_1_grt            46.9              4590
4_1_cts            46.9              4590
2_1_floorplan         -              4290
3_3_place_gp       46.9              4590
6_report           46.9              4590
3_5_place_dp       46.9              4590
[layer usage]
layer / track usage (%) / vias up
li1: - / 2392
met1: 23.5 / 2109
met2: 25.4 / 160
met3: 1.09 / 23
met4: 3.09 / 0
met5: 0 / -
[final timing paths]
path	endpoint	slack, ns
hold / removal	day[0]	15.22
setup / recovery	day[1]	5.16
